**flow/config.mk**
```make
export PLATFORM = sky130hd
export DESIGN_NAME = top
export DESIGN_NICKNAME = top
export VERILOG_FILES = /design/flow/design.v
export SDC_FILE = /design/flow/constraint.sdc
export NUM_CORES = 4
export LEC_CHECK = 1
export CORE_UTILIZATION = 40
```
**flow/constraint.sdc**
```tcl
current_design top

set clk_period 5.7
set clk_io_pct 0.2

create_clock -name clk0 -period $clk_period [get_ports {clk}]

set non_clock_inputs [all_inputs -no_clocks]
set_input_delay [expr $clk_period * $clk_io_pct] -clock clk0 $non_clock_inputs
set_output_delay [expr $clk_period * $clk_io_pct] -clock clk0 [all_outputs]
```
**flow/design.v**
```verilog
`timescale 1ns / 1ps
module BCD_control(
input [3:0] digit1,  
input [3:0] digit2,  
input [3:0] digit3,  
input [3:0] digit4,  
input [1:0] refreshcounter,
output reg [3:0] digit=0  
    );
always@ (*)  
begin
	case (refreshcounter)
		2'd0:
			digit = digit1;   
		2'd1:
			digit = digit2;   
		2'd2:
			digit = digit3;   
		2'd3:
			digit = digit4;   
	endcase
end
endmodule
`timescale 1ns / 1ps
module BCD_to_cathodes(
input [3:0] digit,
output reg [7:0] cathode=0
    );
always@ (digit)
begin
	case (digit)
		4'd0:
			cathode = 8'b00000011;  
		4'd1:
			cathode = 8'b10011111;  
		4'd2:
			cathode = 8'b00100101;  
		4'd3:
			cathode = 8'b00001101;  
		4'd4:
			cathode = 8'b10011001;  
		4'd5:
			cathode = 8'b01001001;  
		4'd6:
			cathode = 8'b01000001;  
		4'd7:
			cathode = 8'b00011111;  
		4'd8:
			cathode = 8'b00000001;  
		4'd9:
			cathode = 8'b00001001;  
		default:
			cathode = 8'b11111111;  
	endcase
end
endmodule
`timescale 1ns / 1ps
module anode_control(
input [1:0] refreshcounter,
output reg [3:0] anode=0
    );
always@ (refreshcounter)
begin
	case (refreshcounter)
		2'b00:
			anode = 4'b1110;   
		2'b01:
			anode = 4'b1101;   
		2'b10:
			anode = 4'b1011;   
		2'b11:
			anode = 4'b0111;   
	endcase
end
endmodule
`timescale 1ns / 1ps
module bin_to_4dig_BCD(
input [13:0] bin,
output reg [15:0] bcd
    );
integer i;  
always @(bin) begin
    bcd=0;		 	
    for (i=0;i<14;i=i+1) begin					 
      if (bcd[3:0] >= 5) bcd[3:0] = bcd[3:0] + 3;		 
		if (bcd[7:4] >= 5) bcd[7:4] = bcd[7:4] + 3;
		if (bcd[11:8] >= 5) bcd[11:8] = bcd[11:8] + 3;
		if (bcd[15:12] >= 5) bcd[15:12] = bcd[15:12] + 3;
		bcd = {bcd[14:0],bin[13-i]};				 
    end
end
endmodule
`timescale 1ns / 1ps
module clock_divider #(parameter div_val = 24999)(  
input wire clk, 				 
output reg divided_clk = 0	 
    );
integer counter_value = 0;   
always@ (posedge clk)
begin
	if(counter_value == div_val)
		counter_value <= 0;  
	else
		counter_value <= counter_value + 1;
end
always@ (posedge clk)
begin
	if(counter_value == div_val)
		divided_clk <= ~divided_clk;	 
	else
		divided_clk <= divided_clk;	 
end
endmodule
`timescale 1ns / 1ps
module counter_14bit(
input wire counter_clk_signal,
input wire switch, 				 
output reg [13:0] counter=0 	 
    );
always@(posedge counter_clk_signal)
begin
	if (switch == 0) begin
		counter <= counter;
	end
	if (switch == 1) begin
		if (counter == 9999) begin
			counter <= 0;
		end else begin
			counter <= counter+1;
		end
	end
end
endmodule
`timescale 1ns / 1ps
module refreshcounter(
input refresh_clk,
output reg [1:0] refreshcounter=0
    );
always@ (posedge refresh_clk) refreshcounter <= refreshcounter+1;
endmodule
`timescale 1ns / 1ps
module top(
input wire clk,
input switch,
output wire [3:0] anode,
output wire [7:0] cathode
    );
wire refresh_clk;
wire counter_clk_signal;
wire [1:0] refreshcounter;
wire [13:0] bin;
wire [15:0] bcd;
wire [3:0] digit;
clock_divider #(24999) refreah_clk_generator(clk, refresh_clk);  
clock_divider #(3999999) counter_clk_generator(clk, counter_clk_signal);  
counter_14bit counter_14bit_uut (
.counter_clk_signal(counter_clk_signal),
.switch(switch),
.counter(bin)			
 );
bin_to_4dig_BCD bin_to_4dig_BCD_uut(
.bin(bin),
.bcd(bcd)
);
refreshcounter refreshcounter_uut (
.refresh_clk(refresh_clk),
.refreshcounter(refreshcounter)
);
anode_control anode_control_uut (
.refreshcounter(refreshcounter),
.anode(anode)
);
BCD_control BCD_control_uut (
.digit1(bcd[3:0]),
.digit2(bcd[7:4]),
.digit3(bcd[11:8]),
.digit4(bcd[15:12]),
.refreshcounter(refreshcounter),
.digit(digit)
);
BCD_to_cathodes BCD_to_cathode_uut (
.digit(digit),
.cathode(cathode)
);
endmodule
```
**flow/run.sh**
```bash
#!/bin/bash
# OpenROAD 26Q1-2900-gdf79404cd8, Yosys 0.63+post, stock flow scripts
make -C /OpenROAD-flow-scripts/flow DESIGN_CONFIG=/design/flow/config.mk WORK_HOME=/design/flow/orfs finish
```
==> run_results.csv <==
group,metric,value,unit
synthesis,synth-edff-count,16,
die,core_area,18800,sq um
synthesis,synthCells,962,
cts,cts.clk_slew.worst_paths,50,ps
critical_path,setup.worst_path.class,"reg -> reg",
timing,tightestPinTransition,844,ps
synthesis,syn_avg_cell_area,7.97,sq um
drt,drt_drc_violations_left,0,
critical_path,ff2ff_setup_slack,3480,ps
cts,postCtsSetupRepairBufs,0,
drt,remaining_antenna_violation_count_after_routing,0,
cells_and_area,final-instance-count-excl-fill,1194,
synthesis,synthesis.yosys.warnings,8,
cells_and_area,postLayoutCellArea,8270,sq um
global_routing,grt_busiest_layer,"met2",
placement,post-place-cells,1178,
cells_and_area,syn2layout_area_growth,7.95,%
critical_path,crit_top_cell,"and3_1",
status,outcome,"complete, no violations",
critical_path,worst_ep_required_time,5900,ps
pwr,powerDensity,128,nW/um^2
die,fp.dieArea,19700,sq um
timing,final.min_clock_period,2220,ps
timing,rsz0062_at_grt,"false",
cts,htreeDepth,3,
cts,cts.repair.resized,0,
global_routing,antenna_found_initial,0,
worst_hold_path,hold_path.class,"reg -> reg",
synthesis,ys_seq_share,23.5,%
placement,placement.io_buffers,12,
drt,drc_marker_count_from_the_first_detailed_route_iteration,312,
cells_and_area,layout_cells_sized_above_1,8.23,%
synthesis,numSynthFlops,82,
drt,detail_route.wirelength,15800,um
placement,gp_congestion,0.886,
timing,unconstrained_endpoints,41,
cts,hold_bufs_inserted_after_cts,0,
die,fp_util,40.8,%
drt,route.detailed.wl_per_inst,13.3,um
global_routing,grt_use_met2,26.7,%
synthesis,syn_area,7660,sq um
critical_path,crit_slowest_cell,"dfxtp_1",
global_routing,grt_pass1_wl,27600,um
pwr,finalPower,1.06,mW
global_routing,grt_start_max_net_pins,26,
cts,clock_tree_from_tritoncts,"done",
global_routing,via_count_of_the_first_global_routing_pass,5951,
timing,max-slew-margin-rel,43.7,%
timing,hold_viol,0,
global_routing,grt_util_met1,26.2,%
timing,fin_worst_skew,5.93,ps
die,top_level_port_count,14,
cts,cts_root_buf,"clkbuf_16",
drt,vias_per_cell,5.67,
placement,detailed_place_hpwl,12000,um
timing,maxClockFrequency,451,MHz
timing,timing.final.max_slew_violations,0,
global_routing,grt_use_total,16.7,%
cts,clk_latency,320,ps
synthesis,area_leaders,"dfxtp_1, xnor2_1, edfxtp_1, ha_1, nor2_1",
synthesis,yosys.cell_types.count,106,
pwr,power.ir.vdd_worst,0.210,mV
global_routing,met3_usage,0.627,%
die,die_width,140,um
critical_path,setup.worst_path.end_class,"flop",
job,warnings,39,
synthesis,post-synth-top-area-fraction,17.2,%
synthesis,synth_flop_type,"dfxtp_1",
synthesis,ys_area,7660,sq um
critical_path,slowest_delay,380,ps
pwr,leakage,3.16,nW
critical_path,worstPathArrival,2420,ps
timing,setup_tns,0,ps
timing,unclocked_regs,16,
drt,antenna_cells_inserted,0,
synthesis,post_synthesis_cell_type_with_the_largest_combined_area,"dfxtp_1",
drt,drt_pass1_iterations,5,
synthesis,synth.yosys.num_cells,962,
global_routing,overflow,0,
placement,place_area,7940,sq um
die,die_h,140,um
critical_path,worstPathMaxFanout,5,
critical_path,crit_path_cell_trace,"and3_1 > and3_1 > nand3_1 > nor2_1 > and3_1 > nor2b_1 > nand3_1 > xnor2_1",
cts,cts_made_buffers,9,
cells_and_area,filler_cell_count,1850,
critical_path,worstSetupStartpointType,"flop",
drt,vias,6766,
cts,max-clock-path-buffers,2,
synthesis,proportion_of_register_bits_with_asynchronous_set_or_reset_after_synthesis,0,%
die,std_cell_rows,50,
timing,final.period_utilization,38.9,%
timing,report.final.setup_viol,0,
job,max_cap_violations,0,
cells in the final DEF, fill, tap and decap left out, drive strengths merged, types with 8 or more instances in the layout:
cell,n
inv,49
nor3,26
dfxtp,66
nor2b,10
and3,17
a211oi,17
nand2b,9
mux2,9
ha,38
nand2,83
nand4,21
edfxtp,16
o22ai,8
a31oi,11
nor2,99
xor2,30
a21oi,41
nand3,52
o211ai,8
clkbuf,12
or3,12
and2,8
clkdlybuf4s50,12
a21o,9
xnor2,62
mux2i,19
nor4,15
o21ai,53
per-stage QoR:
stage,utilization (%),worst slack [ps],hold slack [ps]
floorplan,-,3700,418
global placement,42.3,3550,433
detailed placement,42.3,3490,445
CTS,44.1,3470,452
global route,44.1,3240,474
finish,44.1,3480,449
logic make-up (layout without fill, tap and decap cells):
family	Yosys count	count (layout)	share of synthesized area, %
adder cells (fa/ha/maj)	38	38	6.20
XOR/XNOR	92	92	10.8
other	1	1	0.0489
multiplexers	28	28	4.28
AND-OR/OR-AND	247	247	24.7
AND/OR/NAND/NOR	388	388	25.6
buffers and inverters	86	84	4.82
flip-flops	82	82	23.5
registers in the layout (all words and copies together) (netlist names):
| signal | count |
|---|---|
| counter_clk_generator.counter_value | 32 |
| refreah_clk_generator.counter_value | 32 |
| counter_14bit_uut.counter | 14 |
| refreshcounter_uut.refreshcounter | 2 |
| counter_clk_generator.divided_clk | 1 |
| refreah_clk_generator.divided_clk | 1 |
where the power goes:
group	leakage [nW]	total, mW	internal (mW)	switching [mW]
clock	0.163	0.591	0.406	0.184
combinational	2.31	0.00246	0.000600	0.00186
sequential	0.689	0.465	0.465	0
critical path: cells and delay by family, from the launching register on:
family,cells,cell delay [ps]
AND/OR/NAND/NOR,7,1580
XOR/XNOR,1,130
flip-flops,1,380
final timing paths:
| kind | from | to | cells after the start |
|---|---|---|---|
| setup / recovery | counter_clk_generator.counter_value[2] | counter_clk_generator.counter_value[28] | 8 |
| setup reg to reg | counter_clk_generator.counter_value[2] | counter_clk_generator.counter_value[28] | 8 |
| hold reg to reg | refreah_clk_generator.counter_value[0] | refreah_clk_generator.counter_value[0] | 1 |
| hold / removal | refreah_clk_generator.counter_value[0] | refreah_clk_generator.counter_value[0] | 1 |
cells in the mapped netlist (all sizes together) (8+ instances only):
cell type   n
mux2i      19
nor3       26
dfxtp      66
nand2      83
nand4      21
ha         38
o211ai      8
xor2       30
nor2       99
o21ai      53
or3        12
and3       17
inv        49
mux2        9
and2        8
o22ai       8
a21o        9
nand3      52
a31oi      11
buf        14
xnor2      62
edfxtp     16
nor4       15
clkbuf     21
a211oi     17
a21oi      41
nor2b      10
nand2b      9
metal layers:
metal  part of all wire [%]  up-vias
met1                     52     3115
met4                   0.59        0
met3                    1.8       12
li1                       -     3564
met2                     45       75
met5                      0        -
final cells by class:
type / instances / area, sq um / area share, %
clock inverters: 4 / 73.8 / 0.892
inverters: 51 / 191 / 2.31
repair buffers: 17 / 158 / 1.91
well taps: 234 / 293 / 3.54
clock buffers: 12 / 256 / 3.10
multi-input cells: 794 / 5500 / 66.5
flip-flops and latches: 82 / 1800 / 21.8
Power figures rest on the tool's default switching activity, not on a simulated workload.
